## flow/run.sh

```bash
#!/bin/bash
# OpenROAD 26Q1-2900-gdf79404cd8, Yosys 0.63+post, stock flow scripts
make -C /OpenROAD-flow-scripts/flow DESIGN_CONFIG=/design/flow/config.mk WORK_HOME=/design/flow/orfs finish
```

## flow/constraint.sdc

```tcl
current_design WB

set clk_period 1.0
set clk_io_pct 0.2

create_clock -name clk0 -period $clk_period [get_ports {clk}]

set non_clock_inputs [all_inputs -no_clocks]
set_input_delay [expr $clk_period * $clk_io_pct] -clock clk0 $non_clock_inputs
set_output_delay [expr $clk_period * $clk_io_pct] -clock clk0 [all_outputs]
```

## flow/config.mk

```make
export PLATFORM = sky130hd
export DESIGN_NAME = WB
export DESIGN_NICKNAME = WB
export VERILOG_FILES = /design/flow/design.v
export SDC_FILE = /design/flow/constraint.sdc
export NUM_CORES = 4
export LEC_CHECK = 1
export CORE_UTILIZATION = 30
```

## flow/design.v

```verilog
module WB(input clk,
              input reset,
              input [31:0] instrM,
              output reg [31:0] instrW,
              input [31:0] read_dataM,
              output reg [31:0] read_dataW,
              input [31:0] alu_outM,
              output reg [31:0] alu_outW,
              input [31:0] pc_plus8M,
              output reg [31:0] pc_plus8W);
    initial
    begin
        instrW = 0;
    end
    always @ (posedge clk)
    begin
        if (reset)
        begin
            instrW     = 0;
            alu_outW   = 0;
            read_dataW = 0;
            pc_plus8W  = 0;
        end
        else
        begin
            instrW     = instrM;
            alu_outW   = alu_outM;
            read_dataW = read_dataM;
            pc_plus8W  = pc_plus8M;
        end
    end
endmodule
```

==> metrics.txt <==
# HELP chip_impl_metric Yosys and OpenROAD flow results
# TYPE chip_impl_metric gauge
chip_impl_metric{name="drt_iter0_markers",unit=""} 82
chip_impl_metric{name="antenna_violations_before_repair",unit=""} 0
chip_impl_metric{name="total_congestion_overflow",unit=""} 0
chip_impl_metric{name="drv_slew",unit=""} 0
chip_impl_metric{name="total_of_endpoints_with_negative_setup_slack_in_the_final_report",unit=""} 11
chip_impl_metric{name="n_fill_cell",unit=""} 945
chip_impl_metric{name="final_cells",unit=""} 690
chip_impl_info{name="rsz0062_at_grt",value="yes"} 1
chip_impl_metric{name="cts_buffers",unit=""} 17
chip_impl_metric{name="maxCapViolations",unit=""} 0
chip_impl_metric{name="postSynthCellCount",unit=""} 270
chip_impl_info{name="critical-path-slowest-cell",value="sky130_fd_sc_hd__dfxtp_2"} 1
chip_impl_metric{name="cp.buffers_inverters",unit=""} 1
chip_impl_metric{name="grt_first_pass_wirelength",unit="um"} 13600
chip_impl_metric{name="grt.total_usage",unit=""} 0.155
chip_impl_metric{name="final_critical_path_setup_slack",unit="ps"} -13.1
chip_impl_info{name="critPathCaptureType",value="primary output"} 1
chip_impl_metric{name="mi_logic_area",unit="um^2"} 801
chip_impl_metric{name="utilization",unit=""} 0.560
chip_impl_metric{name="number_of_iterations_in_the_first_detailed_routing_pass",unit=""} 4
chip_impl_info{name="final_layout_top_logic_cells",value="sky130_fd_sc_hd__nor2b_1, sky130_fd_sc_hd__clkdlybuf4s50_1, sky130_fd_sc_hd__buf_2"} 1
chip_impl_metric{name="slew_headroom",unit=""} 0.850
chip_impl_metric{name="area.sequential",unit="um^2"} 2580
chip_impl_metric{name="die_area",unit="um^2"} 12000
chip_impl_metric{name="synthesized_area_divided_by_synthesized_cell_count",unit="um^2"} 12.8
chip_impl_info{name="cpLargestDelayFamily",value="flip-flops"} 1
chip_impl_metric{name="ys_cells",unit=""} 270
chip_impl_metric{name="cts.htree.levels",unit=""} 4
chip_impl_metric{name="die_y",unit="um"} 109
chip_impl_metric{name="period_minus_slack",unit="ps"} 1010
chip_impl_metric{name="max_freq",unit="GHz"} 0.987
chip_impl_info{name="timing.critical_path.cells",value="buf_2"} 1
chip_impl_metric{name="ys_area",unit="um^2"} 3460
chip_impl_metric{name="netlist_area",unit="um^2"} 3460
chip_impl_metric{name="die_width",unit="um"} 109
chip_impl_metric{name="pwr_density_cell",unit="nW/um^2"} 2080
chip_impl_metric{name="grt_max_degree",unit=""} 40
chip_impl_metric{name="finalHoldViolCount",unit=""} 0
chip_impl_info{name="cell_at_the_root_of_the_clock_tree",value="sky130_fd_sc_hd__clkbuf_16"} 1
chip_impl_metric{name="wire_per_inst",unit="um"} 13.5
chip_impl_metric{name="drc_errors",unit=""} 0
chip_impl_metric{name="post_cts_buffers",unit=""} 0
chip_impl_info{name="status",value="finished, violations left"} 1
chip_impl_metric{name="wl",unit="um"} 9300
chip_impl_metric{name="vias",unit=""} 2643
chip_impl_metric{name="clkSlewWorstSetupHoldPaths",unit="ps"} 50
chip_impl_metric{name="max_stage_delay",unit="ps"} 300
chip_impl_metric{name="globalplace.congestion",unit=""} 0.791
chip_impl_metric{name="timing.critical_path.fanout_max",unit=""} 1
chip_impl_metric{name="register_area_share_after_synthesis",unit=""} 0.740
chip_impl_metric{name="number_of_ports_placed_on_the_die_boundary",unit=""} 258
chip_impl_metric{name="peakVddDrop",unit="uV"} 2060
chip_impl_metric{name="clk_path_buf_depth",unit=""} 2
chip_impl_metric{name="tightest_slew",unit="ps"} 225
chip_impl_metric{name="area_growth",unit="%"} 78.4
chip_impl_info{name="violations",value="setup timing"} 1
chip_impl_metric{name="cts-hold-fix-buffers",unit=""} 0
chip_impl_metric{name="synthDistinctLibCells",unit=""} 5
chip_impl_metric{name="path_depth",unit=""} 1
chip_impl_metric{name="clock_sink_count",unit=""} 128
chip_impl_metric{name="required",unit="ps"} 800
chip_impl_metric{name="ys_warn_count",unit=""} 1
chip_impl_metric{name="post_route_cells_drive_above_1_share",unit=""} 0.324
chip_impl_metric{name="min_path_cells",unit=""} 2
chip_impl_info{name="cts_tree",value="yes"} 1
chip_impl_metric{name="warnings",unit=""} 27
chip_impl_metric{name="numSynthFlops",unit=""} 128
chip_impl_metric{name="dp_cells",unit=""} 658
chip_impl_metric{name="hold_ws",unit="ps"} 110
chip_impl_metric{name="design.core.area",unit="um^2"} 11000
chip_impl_metric{name="timing.critical_path.arrival",unit="ps"} 810
chip_impl_metric{name="place.detailed.hpwl",unit="um"} 6930
chip_impl_info{name="timing.setup.critical_path_class",value="reg -> out"} 1
chip_impl_metric{name="via_count_of_the_first_global_routing_pass",unit=""} 2605
chip_impl_info{name="hold_path.class",value="in -> reg"} 1
chip_impl_metric{name="placementRows",unit=""} 38
chip_impl_metric{name="p_leak",unit="uW"} 0.00281
chip_impl_metric{name="port-buffer-count",unit=""} 257
chip_impl_metric{name="fp_util",unit=""} 0.314
chip_impl_metric{name="route.detailed.vias_per_inst",unit=""} 3.83
chip_impl_info{name="critPathLaunchType",value="flop"} 1
chip_impl_metric{name="num_antenna_cells",unit=""} 0
chip_impl_metric{name="finalCritPeriodShare",unit=""} 1.01
chip_impl_metric{name="final_antenna_net_count",unit=""} 0
-- final cells by class --
type	instances	area share
Sequential cell	128	0.418
Timing Repair Buffer	262	0.322
Clock buffer	23	0.0773
Multi-Input combinational cell	128	0.130
Clock inverter	9	0.0251
Tap cell	140	0.0283
-- per-stage QoR --
stage | cell area (um^2) | power (uW) | setup TNS [ps] | setup slack, ps
floorplan | 3460 | 5730 | 0 | 324
global placement | 6170 | 6800 | -5.34 | -3.74
detailed placement | 6170 | 6810 | -0.0608 | -0.0608
CTS | 6170 | 13100 | -1550 | -38.0
global route | 6180 | 13500 | -4770 | -59.7
finish | 6180 | 12900 | -61.9 | -13.1
-- path summary, 6_finish.rpt --
check | start | to | slack (ps)
min | reset | read_dataW[29] | 110
max | read_dataW[29] | read_dataW[29] | -10
-- report_power, final --
part	internal, uW	total, uW	switching [uW]
combinational	748	989	241
clock	4370	6450	2080
sequential	5380	5440	54.6
total	10500	12900	2370
-- Yosys cell counts --
cell type / instances / share of area
sky130_fd_sc_hd__buf_2: 3 / 0.0043
sky130_fd_sc_hd__buf_4: 10 / 0.022
sky130_fd_sc_hd__buf_6: 1 / 0.0033
sky130_fd_sc_hd__dfxtp_1: 128 / 0.74
sky130_fd_sc_hd__nor2b_1: 128 / 0.23
-- state kept, by name, indices dropped and copies added, names as in the netlist --
| name | flops |
|---|---|
| alu_outW | 32 |
| instrW | 32 |
| pc_plus8W | 32 |
| read_dataW | 32 |
-- metal layers --
metal | global-route usage | vias to the layer above | wire length, um
met2 | 0.258 | 152 | 4490
met3 | 0.0779 | 7 | 1280
met1 | 0.187 | 1138 | 3440
met4 | 0.0210 | 0 | 94
li1 | - | 1346 | -
met5 | 0 | - | 0
-- logic make-up after synthesis --
group | synth area share
buffers and inverters | 0.0293
and+or+nand+nor | 0.231
DFF | 0.740
-- timing repair --
action / 4_1_cts / 5_1_grt
endpoints found under the setup margin: 128 / 128
pin swaps: 0 / 0
resized: 405 / 7
Power is estimated from default activity; no workload was simulated.
