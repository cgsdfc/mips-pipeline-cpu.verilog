File: flow/config.mk
export PLATFORM = sky130hd
export DESIGN_NAME = EXE
export DESIGN_NICKNAME = EXE
export VERILOG_FILES = /design/flow/design.v
export SDC_FILE = /design/flow/constraint.sdc
export NUM_CORES = 4
export LEC_CHECK = 1
export CORE_UTILIZATION = 30
File: flow/constraint.sdc
current_design EXE

set clk_period 7.4
set clk_io_pct 0.2

create_clock -name clk0 -period $clk_period [get_ports {clk}]

set non_clock_inputs [all_inputs -no_clocks]
set_input_delay [expr $clk_period * $clk_io_pct] -clock clk0 $non_clock_inputs
set_output_delay [expr $clk_period * $clk_io_pct] -clock clk0 [all_outputs]
File: flow/design.v
module EXE(input clk,
               input reset,
               input stall,
               input [31:0] RD1D,
               output reg [31:0] RD1E,
               input [31:0] RD2D,
               output reg [31:0] RD2E,
               input [31:0] ext_immD,
               output reg [31:0] ext_immE,
               input [31:0] instrD,
               output reg [31:0] instrE,
               input [31:0] pc_plus4D,
               output reg [31:0] pc_plus8E);
    initial
    begin
        instrE = 0;
    end
    always @(posedge clk)
    begin
        if (stall || reset)
        begin
            instrE    = 0;
            RD1E      = 0;
            RD2E      = 0;
            ext_immE  = 0;
            pc_plus8E = 0;
        end
        else
        begin
            instrE    = instrD;
            ext_immE  = ext_immD;
            RD1E      = RD1D;
            RD2E      = RD2D;
            pc_plus8E = pc_plus4D + 4;
        end
    end
endmodule
File: flow/run.sh
#!/bin/bash
# OpenROAD 26Q1-2900-gdf79404cd8, Yosys 0.63+post, stock flow scripts
make -C /OpenROAD-flow-scripts/flow DESIGN_CONFIG=/design/flow/config.mk WORK_HOME=/design/flow/orfs finish
==> flow_summary.toml <==
# synthesis and place-and-route metrics
[worst_setup_path]
worstPathBufferInverterCount = 1
cp_cell_sequence = "clkdlybuf4s50_1 -> nand4_1 -> or4_1 -> nor4_1 -> mux2i_1"
cp-startpoint = "pc_plus4D[21]"
slowest_delay_ns = 0.60
worstPathArrival_ns = 3.61
crit_path_start_kind = "input port"
critPathKind = "input port to flip-flop"
worst_ep_required_time_ns = 7.74
slowest_stage = "or4_1"
cp_top_family = "simple AND/OR/NAND/NOR gates"
path_depth = 5
cp-end-kind = "flip-flop"
crit_fanout = 8

[route]
ant_nets = 0
drt_first_pass_iters = 5
wl_mm = 14.2
drc = 0
vias = 4178
drtIter0Drc = 275
viasPerCell = 4.23
num_antenna_cells = 0
wl_per_cell_um = 14.3

[die]
ioPinCount = 323
die_y_um = 130
core_mm2 = 0.0159
rows = 46
initial_utilization = 0.308
chipArea_mm2 = 0.0168
dieWidth_um = 130

[final_layout]
instances_no_fill = 987
final_layout_size_suffix_gt1_frac = 0.0454
syn2layout_area_growth_pct = 82.6

[global_route]
grt.total_usage = 0.166
grt_max_degree = 82
grt_pass1_vias = 3795
antenna_found_initial = 0
grt_pass1_wl_mm = 20.7
grt.overflow.total = 0

[power]
peakVddDrop_mv = 0.142
powerDensity_mw_per_mm2 = 223
total_leakage_power_nw = 3.38

[logic_synthesis]
ys_cells = 437
synth_top_flop_cell = "dfxtp_1"
largest_area_cell = "dfxtp_1"
async_flop_share = 0
ys_types = 31
yosysWarnings = 1
ys_seq_share = 0.655
synthTopCellsByCount = "160 x dfxtp_1, 131 x and2_1, 19 x clkbuf_1, 18 x nor2_1, 13 x a21oi_1"
syn_area_mm2 = 0.00489
area_leaders = "dfxtp_1 66%, and2_1 17%, o31ai_1 1.5%, or4_1 1.5%, clkbuf_1 1.5%"
synth-edff-count = 0
yosys.area.top_type_share = 0.655
most_common_cell = "dfxtp_1"
synth_flops = 160
synth_cells = 437
syn_avg_cell_area_um2 = 11.2
ys_chip_area_mm2 = 0.00489

[sta]
timing.setup.tns_ns = 0
maxSlewViolCount = 0
rsz0062_at_grt = "no"
slew_headroom = 0.591
fmax_ghz = 0.306
period_minus_slack_ns = 3.27
setup_viol = 0
final_min_period_over_clock_period = 0.442
worst_pin_slew_ns = 0.614
finalHoldViolCount = 0

[cts]
cts_buffers = 17
postCtsSetupBuffers = 0
hold_buffers = 0
htree_levels = 4
cts_resized = 0
clock-sinks = 160
root_buffer = "clkbuf_16"
cts_tree = "done"
path_clk_slew_ns = 0.06
cts_buffer_depth = 2

[worst_hold_path]
hold_start = "ext_immD[9]"
whs_path_depth = 2
hold_path_class = "input port to flip-flop"
hold_end = "ext_immE[9]"

[outcome]
status = "complete, no violations"

[place]
dp_hpwl_mm = 10.8
io_buffers = 322
dpl.cell_count = 957
gp_congestion = 0.871

[run]
warnings = 25
cap_violations = 0
## through the flow
| stage | util | area [µm²] | total power, mW | hold slack, ns | worst slack (ns) |
|---|---|---|---|---|---|
| after floorplan | - | 4890 | 0.954 | 1.55 | 4.56 |
| after global placement | 0.524 | 8320 | 1.13 | 2.05 | 3.81 |
| after detailed placement | 0.524 | 8320 | 1.13 | 2.05 | 3.77 |
| after CTS | 0.562 | 8920 | 2.02 | 1.60 | 4.20 |
| after global routing | 0.562 | 8920 | 2.07 | 1.60 | 3.99 |
| final | 0.562 | 8920 | 1.99 | 1.62 | 4.13 |
## cell type report
class	instances	area (µm²)
fill	1360	6960
timing repair buffer	324	3240
sequential	160	3200
multi-input combinational	253	1590
clock buffer	22	474
tap	216	270
clock inverter	8	129
inverter	4	15.0
## worst max-delay path by stage
stage	endpoint	slack (ns)
after CTS	pc_plus8E[31]	4.20
after global routing	pc_plus8E[31]	3.99
final	pc_plus8E[31]	4.13
## per-layer routing
layer / vias to the layer above / part of all wire / global-route usage
met4: 0 / 0.033 / 0.0458
li1: 2078 / - / -
met1: 1847 / 0.39 / 0.216
met2: 226 / 0.47 / 0.259
met5: - / 0 / 0
met3: 27 / 0.11 / 0.0685
## sequential cells by signal, summed over array words and instances, names as in the netlist
| name | cells |
|---|---|
| instrE | 32 |
| ext_immE | 32 |
| pc_plus8E | 32 |
| RD1E | 32 |
| RD2E | 32 |
## cells in the final DEF, fill, tap and decap left out, drive strengths merged, types with 4 or more instances in the layout
master / count
a21oi: 13
and2: 131
and4: 4
clkbuf: 22
clkdlybuf4s50: 322
dfxtp: 160
inv: 5
nand2: 9
nand3: 11
nand4: 9
nor2: 18
o31ai: 10
or3: 6
or4: 10
xnor2: 6
xor2: 6
## cells by family (layout without fill, tap and decap cells)
family / Yosys count / after routing / synth area share
XOR/XNOR: 12 / 12 / 0.0215
flip-flops: 160 / 160 / 0.655
adder cells (fa/ha/maj): 1 / 1 / 0.00256
AND-OR/OR-AND: 30 / 30 / 0.0389
AND/OR/NAND/NOR: 209 / 209 / 0.260
buffers and inverters: 24 / 358 / 0.0200
multiplexers: 1 / 1 / 0.00205
## where the power goes
part	internal, mW	total, mW	switching, mW
Sequential	0.897	0.906	0.00889
Clock	0.556	0.885	0.329
Combinational	0.150	0.201	0.0512
Total	1.60	1.99	0.389
No activity file was given, so power comes from the tool's default toggle rates.
