==> design/flow/design.v <==
module MEM(input clk,
               input reset,
               input [31:0] instrE,
               output reg [31:0] instrM,
               input [31:0] RD2E,
               output reg [31:0] RD2M,
               input [31:0] alu_outE,
               output reg [31:0] alu_outM,
               input [31:0] pc_plus8E,
               output reg [31:0] pc_plus8M);
    initial
    begin
        instrM = 0;
    end
    always @(posedge clk)
    begin
        if (reset)
        begin
            instrM    = 0;
            RD2M      = 0;
            alu_outM  = 0;
            pc_plus8M = 0;
        end
        else
        begin
            instrM    = instrE;
            alu_outM  = alu_outE;
            pc_plus8M = pc_plus8E;
            RD2M      = RD2E;
        end
    end
endmodule
==> design/flow/run.sh <==
#!/bin/bash
# OpenROAD 26Q1-2900-gdf79404cd8, Yosys 0.63+post, stock flow scripts
make -C /OpenROAD-flow-scripts/flow DESIGN_CONFIG=/design/flow/config.mk WORK_HOME=/design/flow/orfs finish
==> design/flow/config.mk <==
export PLATFORM = sky130hd
export DESIGN_NAME = MEM
export DESIGN_NICKNAME = MEM
export VERILOG_FILES = /design/flow/design.v
export SDC_FILE = /design/flow/constraint.sdc
export NUM_CORES = 4
export LEC_CHECK = 1
export CORE_AREA = 10 10 153 153
export DIE_AREA = 0 0 163 163
==> design/flow/constraint.sdc <==
current_design MEM

set clk_period 1.0
set clk_io_pct 0.2

create_clock -name clk0 -period $clk_period [get_ports {clk}]

set non_clock_inputs [all_inputs -no_clocks]
set_input_delay [expr $clk_period * $clk_io_pct] -clock clk0 $non_clock_inputs
set_output_delay [expr $clk_period * $clk_io_pct] -clock clk0 [all_outputs]
==> metrics.cfg <==
[critical_path]
cpLargestDelayFamily=flip-flops
cp-start-kind=flip-flop
max_stage_delay_ps=320
crit_cells=1
cp_max_fo=1
worst_ep_required_time_ps=800
crit_slowest_cell=dfxtp_2
endpoint_kind=output pin
cp-startpoint=RD2M[9]
endpoint=RD2M[9]
cp.arrival_ps=830
critical_path_buf_inv_count=1
timing_worst_setup_path_type=flip-flop to output pin
crit_chain=buf_6

[clocking]
cts.root.buffer_cell=clkbuf_16
htree_levels=4
cts_setup_buffers=0
cts_sinks=128
cts_tree=done
clk_path_buf_depth=2
cts_inserted_buffers=17
cts.clk_slew.worst_paths_ps=60

[power]
p_clk_share_pct=51.9
finalPower_mw=13.4
power_density_nw_per_um2=2090
switching_power_mw=2.72
switching_share_pct=20.3
power_frac_comb_pct=7.6
p_leak_nw=2.82
power.share.sequential_pct=40.6
p_int_mw=10.7
vdd_drop_max_mv=1.02

[run]
cap_viol_max_count=0
warning_count=27

[detailed_routing]
wire_per_inst_um=14.4
first_pass_iters=4
num_vias=2701
wirelength_um=11800
via_per_inst=3.30
antenna_left=0
drc=0
n_antenna_cell=0
drtIter0Drc=47

[die]
dieArea_um2=26600
row_count=52
io_pins=258
die_w_um=163
design.core.area_um2=20200
die_h_um=163
fp-utilization_pct=17.2

[yosys]
ys_warn_count=1
avgSynthCellArea_um2=12.8
ys_area_um2=3460
ys_types=5
synth-seq-cells=128
synth_area_um2=3460
ys_seq_share_pct=74.0
ys_cells=270
netlist_instances=270

[run_status]
violations=setup timing
status=complete, but fails checks

[final_layout]
drive_gt1_share_pct=33.4
area_growth_syn_to_layout_pct=84.7

[final_timing]
whs_ps=61.6
slew_viol_final=0
period_used_pct=103
hold_viol_final=0
rsz0062_at_grt=true
worst_pin_slew_ps=249
setup_viol=89
max_freq_ghz=0.972
min_period_ps=1030
fin_ws_ps=-29.3
max_slew_margin_pct=83.4

[grt]
grtUsageTotal_pct=8.47
grt_pass1_vias=2768
grt_max_degree=57
grt_pass1_wl_um=17200
antenna_found_initial=0
grt_overflow=0

[placement]
place.gp.congestion=0.759
io_buffers=257
dpl.hpwl_um=9260

[worst_hold_path]
holdCritPathClass=input pin to flip-flop

## through the flow
step	worst slack, ps	TNS [ps]	instances	cell area (um2)	util [%]
after global placement	-29.2	-112	786	6320	31.3
after CTS	-66.4	-4960	818	6370	31.6
after floorplan	324	0	270	3460	-
final	-29.3	-799	818	6400	31.7
after global routing	-77.4	-6780	818	6400	31.7
after detailed placement	-30.6	-144	786	6320	31.3
## per-layer routing
metal	track usage [%]	routed length (um)
met3	5.44	1690
met4	0.943	116
met2	12.9	5200
met1	10.3	4780
met5	0	0
## sequential cells by signal, indices dropped and copies added, names as in the netlist
name and flops:
pc_plus8M 32, RD2M 32, instrM 32, alu_outM 32
## timing repair
item | 4_1_cts | 5_1_grt
hold endpoints to repair | 0 | 0
endpoints found under the setup margin | 128 | 128
hold buffers | 0 | 0
gates resized | 424 | 12
## cells by family after synthesis
kind of cell           synth area share, %
buffers and inverters                 2.93
DFF                                   74.0
and+or+nand+nor                       23.1
## cells in the final DEF (no fill, tap or decap)
master and instances:
clkdlybuf4s50_1 128, bufinv_16 5, dfxtp_1 109, clkinvlp_4 2, buf_2 123, clkbuf_16 17
dfxtp_2 19, buf_12 2, clkinv_4 2, buf_4 2, buf_6 5, clkbuf_8 1
nor2b_1 128, inv_6 5
## power by group through the flow
stage	clock, mW	sequential [mW]	combinational [mW]
4_1_cts	7.20	5.44	1.04
5_1_grt	7.42	5.46	1.13
6_report	6.95	5.44	1.01
## area by class of cell
type | count | area, um2
clock buffer | 18 | 439
clock inverter | 14 | 226
fill | 2111 | 13800
multi-input combinational | 128 | 801
sequential | 128 | 2590
tap | 270 | 338
timing repair buffer | 260 | 2010
## synth_stat cells
cell / count / area share, %
dfxtp_1: 128 / 74
nor2b_1: 128 / 23
buf_6: 1 / 0.33
buf_4: 10 / 2.2
buf_2: 3 / 0.43
## how the worst min path moves through the flow
| stage | startpoint | endpoint | slack [ps] | depth (start not counted) |
|---|---|---|---|---|
| finish | reset | alu_outM[5] | 60 | 2 |
| CTS | reset | alu_outM[5] | 40 | 2 |
| global route | reset | alu_outM[6] | 50 | 2 |
Power and IR drop assume default switching activity.
